===== flow/design.v =====
module st3_alu(aluFunct, reg1, reg2, aluOut1, aluOut2, ALU_exception);
	input [3:0] aluFunct;
	input signed [15:0] reg1, reg2; 
	output signed [15:0] aluOut1, aluOut2;  
	output signed ALU_exception;
reg [16:0] tempReg1;
reg [15:0] tempReg2, R15, aluOut1, aluOut2;
reg msb, ALU_exception;
always@(*) 
begin
	ALU_exception = 0;
	msb = 0;
	tempReg1 = 0;
	tempReg2 = 0;
	case(aluFunct)
		4'b0000:begin
			tempReg2 = reg1 + reg2;
			msb = tempReg2[15];
  			if((reg1[15] == 1'b0 && reg2[15] == 1'b0) && msb == 1'b1)begin
				ALU_exception = 1;
			end
			else if((reg1[15] == 1'b1 && reg2[15] == 1'b1) && msb == 1'b0)begin
	  			ALU_exception = 1;
			end
			aluOut1 = tempReg2;
		end
		4'b0001:begin
			tempReg2 = reg1 - reg2;
			msb = tempReg2[15];
			if((reg1[15] == 1'b1 && reg2[15] == 1'b0) && msb == 1'b0)begin
	  			ALU_exception = 1;
			end
			else if((reg1[15] == 1'b0 && reg2[15] == 1'b1) && msb == 1'b1)begin
	  			ALU_exception = 1;
			end
			aluOut1 = tempReg2;
		end
		4'b0100:begin
			{tempReg1,tempReg2} = reg1 * reg2;
				aluOut2 = tempReg1;
				aluOut1 = tempReg2;
		end
		4'b0101:begin 
			aluOut1 = reg1 / reg2;
			R15 = reg1 % reg2;
			aluOut2 = R15;
		end
		4'b0111:begin
			aluOut1 = reg1;
		end
		4'b1000:begin
			aluOut1 = reg2;
			aluOut2 = reg1;
		end
		4'b0010:begin
			aluOut1 = reg1 & reg2;
		end
		4'b1001:begin
			aluOut1 = reg1 | reg2;
		end
		4'b1010:begin
			aluOut1 = reg1 + reg2;
		end  
		4'b1011:begin
			aluOut1 = reg1 + reg2;
		end
		4'b1100:begin
			aluOut1 = reg1 + reg2;
		end
		4'b1101:begin
			aluOut1 = reg1 + reg2;
		end
		default: aluOut1 = 0;
	endcase
end
endmodule

===== flow/run.sh =====
#!/bin/bash
# OpenROAD 26Q1-2900-gdf79404cd8, Yosys 0.63+post, stock flow scripts
make -C /OpenROAD-flow-scripts/flow DESIGN_CONFIG=/design/flow/config.mk WORK_HOME=/design/flow/orfs finish

===== flow/config.mk =====
export PLATFORM = sky130hd
export DESIGN_NAME = st3_alu
export DESIGN_NICKNAME = st3_alu
export VERILOG_FILES = /design/flow/design.v
export SDC_FILE = /design/flow/constraint.sdc
export NUM_CORES = 4
export LEC_CHECK = 1
export CORE_UTILIZATION = 40

===== flow/constraint.sdc =====
current_design st3_alu

set clk_period 76.2
set clk_io_pct 0.2

create_clock -name clk0 -period $clk_period

set non_clock_inputs [all_inputs -no_clocks]
set_input_delay [expr $clk_period * $clk_io_pct] -clock clk0 $non_clock_inputs
set_output_delay [expr $clk_period * $clk_io_pct] -clock clk0 [all_outputs]

==> results.sh <==
# implementation run metrics
export IMPL_achievable_frequency_mhz=14.17
export IMPL_floorplan_die_width_um=235.3
export IMPL_place_port_buffers=69
export IMPL_floorplan_rows=85
export IMPL_groute_layer_met1_usage=0.4910
export IMPL_chipArea_um2=55340
export IMPL_finalHoldViolations=0
export IMPL_path_class="input port to output port"
export IMPL_design_core_area_um2=53810
export IMPL_standard_cell_with_the_maximum_stage_delay_on_the_critical_path="sky130_fd_sc_hd__a311oi_2"
export IMPL_synth_area_top_cells="sky130_fd_sc_hd__fa_1 24%, sky130_fd_sc_hd__ha_1 16%, sky130_fd_sc_hd__inv_1 6.3%"
export IMPL_remaining_drc_errors=0
export IMPL_wl_per_cell_um=24.60
export IMPL_wire_length_of_the_first_global_routing_pass_mm=134.6
export IMPL_synth_warnings=1
export IMPL_synth_area_um2=21760
export IMPL_synth_edff_count=0
export IMPL_hpwl_mm=70.69
export IMPL_global_route_usage_met2=0.4769
export IMPL_cts_resizes=0
export IMPL_timing_final_crit_period_ps=70560
export IMPL_fraction_of_final_layout_cells_sized_beyond_drive_strength_1=0.04990
export IMPL_grt_max_degree=38
export IMPL_synth_distinct_cells=96
export IMPL_postSynth_asyncResetShare=0
export IMPL_area_delta_synth_final_pct=7.606
export IMPL_final_cell_area_um2=23420
export IMPL_hold_depth=5
export IMPL_die_height_um=235.3
export IMPL_most_frequent_cell_on_critical_path="sky130_fd_sc_hd__ha_1"
export IMPL_grt_most_used_layer="met1"
export IMPL_endpoints_left_unconstrained=32
export IMPL_worst_setup_path_start_kind="input port"
export IMPL_worst_endpoint_arrival_ps=55320
export IMPL_final_max_slew_violation_count=0
export IMPL_yosys_stat_cells=2887
export IMPL_fin_setup_tns_ps=0
export IMPL_grt_overflow=0
export IMPL_synth_area_leader_cell="sky130_fd_sc_hd__fa_1"
export IMPL_yosysTopAreaCellShare=0.2438
export IMPL_max_ffs_per_register=16
export IMPL_synthesis_instances=2887
export IMPL_timing_worst_slew_pin_value_ps=1077
export IMPL_first_global_vias=21388
export IMPL_max_stage_delay_ps=950
export IMPL_count_of_pins_on_the_block_boundary=69
export IMPL_worst_path_max_fanout=21
export IMPL_synth_seq_cells=16
export IMPL_hold_path_class="input port to output port"
export IMPL_routed_via_density=6.023
export IMPL_antenna_violations_before_repair=3
export IMPL_fin_worst_hold_slack_ps=32020
export IMPL_number_of_hold_buffers_added_after_cts=0
export IMPL_synth_top_flop_cell="sky130_fd_sc_hd__dlxtn_1"
export IMPL_ratio_of_final_minimum_period_to_clock_period=0.9259
export IMPL_status="completed"
export IMPL_slew_headroom=0.2817
export IMPL_worstSetupEndpointType="output port"
export IMPL_finalWeightedCongestion=1.084
export IMPL_drt_total_wl_mm=88.65
export IMPL_drt_pass1_iter_count=6
export IMPL_drtIter0Drc=1541
export IMPL_grtUsageMet3=0.09698
export IMPL_required_ps=60960
export IMPL_ant_nets=0
export IMPL_layout_core_utilization=0.4352
export IMPL_cts_setup_buffers=0
export IMPL_placedInstanceArea_um2=23420
export IMPL_max_cap_violations=0
export IMPL_unrepaired_setup_endpoints_after_global_routing="false"
export IMPL_detailroute_via_count=21700
export IMPL_syn_area_per_cell_um2=7.538
export IMPL_fp_utilization=0.4044
export IMPL_groute_usage_overall=0.3352
export IMPL_log_warning_count=67
export IMPL_unclocked_regs=16
export IMPL_finalSetupViolCount=0
export IMPL_ys_area_um2=21760
## final timing paths
check / start / slack [ps] / endpoint
hold / removal: aluFunct[0] / 32020 / ALU_exception
setup / recovery: reg2[0] / 5640 / aluOut1[5]
## worst max-delay path, delay by kind of cell
| family | cells | cell delay [ps] |
|---|---|---|
| buffers and inverters | 14 | 3610 |
| adder cells (fa/ha/maj) | 16 | 5040 |
| AND/OR/NAND/NOR | 41 | 11570 |
| XOR/XNOR | 1 | 680 |
| AND-OR/OR-AND | 66 | 18350 |
| multiplexers | 3 | 770 |
## cell usage after synthesis, types with 47 or more instances
cell / n
sky130_fd_sc_hd__inv_1: 367
sky130_fd_sc_hd__nand2_1: 332
sky130_fd_sc_hd__nor2_1: 281
sky130_fd_sc_hd__ha_1: 272
sky130_fd_sc_hd__fa_1: 265
sky130_fd_sc_hd__a21oi_1: 174
sky130_fd_sc_hd__o21ai_0: 130
sky130_fd_sc_hd__xnor2_1: 116
sky130_fd_sc_hd__clkbuf_1: 89
sky130_fd_sc_hd__nor3_1: 61
sky130_fd_sc_hd__a21o_1: 51
sky130_fd_sc_hd__nand3_1: 47
## logic make-up (layout without fill, tap and decap cells)
| logic type | count (synthesis) | after routing | share of synthesized area |
|---|---|---|---|
| XOR/XNOR | 160 | 160 | 0.06439 |
| other | 0 | 1 | 0 |
| AND-OR/OR-AND | 751 | 751 | 0.2377 |
| latches | 16 | 16 | 0.01104 |
| buffers and inverters | 498 | 517 | 0.08693 |
| adder cells (fa/ha/maj) | 537 | 537 | 0.4001 |
| multiplexers | 25 | 25 | 0.01202 |
| AND/OR/NAND/NOR | 900 | 900 | 0.1878 |
## routing by layer
layer,up-vias,share of wire
li1,10053,-
met1,10374,0.43
met2,1076,0.41
met3,193,0.10
met4,4,0.048
met5,-,0.00096
## cell type report
cell class | count | area, um^2
diodes | 1 | 2.502
multi-input cells | 2373 | 19680
fillers | 5328 | 30400
flip-flops and latches | 16 | 240.2
repair buffers | 137 | 1201
inverters | 380 | 1426
well taps | 696 | 870.8
## cells in the final DEF (no fill, tap or decap), drive strengths merged, types with 21 or more instances in the layout
| cell type | count |
|---|---|
| inv | 369 |
| nand2 | 332 |
| nor2 | 281 |
| ha | 272 |
| fa | 265 |
| a21oi | 174 |
| o21ai | 133 |
| xnor2 | 116 |
| clkdlybuf4s50 | 69 |
| buf | 68 |
| nor3 | 61 |
| a21o | 51 |
| nand3 | 47 |
| o21a | 46 |
| xor2 | 44 |
| o211ai | 32 |
| a221oi | 28 |
| o31ai | 27 |
| a31oi | 25 |
| nor2b | 23 |
| a22oi | 23 |
| a211oi | 23 |
| or3 | 21 |
## through the flow
stage	std cells	setup slack, ps
3_3_place_gp	3602	7208
6_report	3603	5643
5_1_grt	3603	2650
4_1_cts	3602	6529
3_5_place_dp	3602	6708
2_1_floorplan	2887	12910
