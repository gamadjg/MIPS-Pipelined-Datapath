**constraint.sdc**
```tcl
current_design st2_hazard_unit

set clk_period 7.7
set clk_io_pct 0.2

create_clock -name clk0 -period $clk_period

set non_clock_inputs [all_inputs -no_clocks]
set_input_delay [expr $clk_period * $clk_io_pct] -clock clk0 $non_clock_inputs
set_output_delay [expr $clk_period * $clk_io_pct] -clock clk0 [all_outputs]
```
**config.mk**
```make
export PLATFORM = sky130hd
export DESIGN_NAME = st2_hazard_unit
export DESIGN_NICKNAME = st2_hazard_unit
export VERILOG_FILES = /design/flow/design.v
export SDC_FILE = /design/flow/constraint.sdc
export NUM_CORES = 4
export LEC_CHECK = 1
export CORE_AREA = 10 10 87 87
export DIE_AREA = 0 0 97 97
```
**run.sh**
```bash
#!/bin/bash
# OpenROAD 26Q1-2900-gdf79404cd8, Yosys 0.63+post, stock flow scripts
make -C /OpenROAD-flow-scripts/flow DESIGN_CONFIG=/design/flow/config.mk WORK_HOME=/design/flow/orfs finish
```
**design.v**
```verilog
module st2_hazard_unit(
		input [1:0] Comparator,  
		input [3:0] Opcode, IFIDop1, IFIDop2, IDEXop1, IDEXop2,
		input ALU_Exception, IDEXMemRead,
		input [15:0] PC,
		output reg ChangePC, MemBubble, PCBubble, Halt,
		output reg [15:0] ExPC, ExErrorVal
	);
always@(*)
begin
	ChangePC = 0;
	MemBubble = 0;
	PCBubble = 0;
	Halt = 0;
	ExPC = 0;
	ExErrorVal = 0;
	if(IDEXMemRead && ( (IFIDop1 == IDEXop1) || (IFIDop1 == IDEXop2) || (IFIDop2 == IDEXop1) || (IFIDop2 == IDEXop2)))begin
		MemBubble = 1;
		PCBubble = 1;
	end
	else if((Opcode == 4'b0101) && Comparator == 2'b01)begin
		ChangePC = 1;
		MemBubble = 1;
	end
	else if((Opcode == 4'b0100) && Comparator == 2'b10)begin
		ChangePC = 1;
		MemBubble = 1;
	end
	else if((Opcode == 4'b0110) && Comparator == 2'b11)begin 
		ChangePC = 1;
		MemBubble = 1;
	end
	else if(Opcode == 4'b0001)begin 
		ChangePC = 1;
		MemBubble = 1;
	end
	else if(Opcode == 4'b0000)begin 
		Halt = 1;
		ExPC = PC - 2;
		ExErrorVal = 16'h0001;
	end
	else if(ALU_Exception)begin 
		Halt = 1;
		ExPC = PC - 4;
		ExErrorVal = 16'hAFFF; 
	end
	else if(~(Opcode == 4'b1111 || Opcode == 4'b1000 || Opcode == 4'b1001 ||
				Opcode == 4'b1010 || Opcode == 4'b1011 || Opcode == 4'b1100 ||
				Opcode == 4'b1101 || Opcode == 4'b0101 || Opcode == 4'b0100 ||
				Opcode == 4'b0110 || Opcode == 4'b0001 || Opcode == 4'b0000))begin
		Halt = 1;
		ExPC = PC - 2;
		ExErrorVal = 16'hC000;
	end
end
endmodule
```
==> metrics.yaml <==
die_h_um: 97
hold_class: "in -> out"
synth_area_um2: 1017
critical_path_class: "in -> out"
postLayoutCoreUtil: 0.3120
cts_setup_buffers: 0
slowest_stage: "or3b_2"
vias: 1373
dp_hpwl_um: 3556
power.density_nw_per_um2: 62.63
final.setup.tns_ns: 0
max-slew-margin-rel: 0.5198
cts_hold_buf: 0
timing.fmax_mhz: 166.6
wl_per_cell_um: 14.51
power.internal_uw: 68.30
dr.first_iter.drc_count: 63
endpoint: "ExPC[14]"
maxCapViolations: 0
ant_nets: 0
gp_congestion: 0.8703
syn_inst: 162
regArea_um2: 0
ys.warnings.count: 1
endpoint_kind: "output pin"
track_usage: 0.08407
critical_path.max_stage_delay_ns: 0.50
worstPathArrival_ns: 4.46
dr.pass1.iters: 4
min_period_ns: 6.002
io_pins: 76
worst_slack_ns: 1.698
crit_chain: "clkdlybuf4s50_1 > inv_1 > ha_1 > or3b_2 > or4_4 > or3_1 > o31a_1 > a211oi_2 > clkdlybuf4s50_1"
ys_chip_area_um2: 1017
wl_um: 4266
grt_pass1_wl_um: 6886
hold_viol: 0
slew_violations: 0
worstPathMaxFanout: 5
pre_cts_slack_ns: 1.686
crit_start: "PC[3]"
grt_pass1_vias: 1355
critical-path-top-delay-family: "simple AND/OR/NAND/NOR gates"
drive_gt1_frac: 0.02703
ff_count: 0
finalPower_uw: 110.3
ir_worst_vdd_mv: 0.02986
status: "complete, no violations"
power_switching_uw: 41.96
antenna-diode-count: 0
syn_area_per_cell_um2: 6.279
path_buffers: 3
grt_antenna_before_repair: 0
power_leakage_nw: 0.6573
mostFrequentLayoutCell: "clkdlybuf4s50_1"
ys_types: 47
cp.required_ns: 6.16
start_kind: "input port"
post_cts_resized: 0
pwr-share-comb: 1.000
coreArea_um2: 5642
area_delta_synth_final_pct: 73.06
p_sw_frac: 0.3805
routed_via_density: 4.670
n_clock_buffer: 0
ys_cells: 162
gr-total-overflow: 0
power_frac_clock: 0
core.rowCount: 27
route.detailed.drc: 0
layout_top_cells: "clkdlybuf4s50_1, nor2_1, xor2_1"
warning_count: 33
tightest_slew_ns: 0.7148
setup_violations: 0
cpMostUsedCell: "clkdlybuf4s50_1"
fillers: 613
seqPwrFrac: 0
port_buffers: 75
logic_area_um2: 889.6
period_used_share: 0.7794
grt_max_degree: 23
ys_seq_share: 0
die_width_um: 97
rsz0062_at_grt: "no"
fp_util: 0.1803
path_depth: 9
die_area_um2: 9409
stage by stage:
step           cell area (µm²)  std cells  hold WS (ns)
2_1_floorplan             1017        162         3.106
3_3_place_gp              1760        294         3.967
3_5_place_dp              1760        294         3.969
4_1_cts                   1760        294         3.976
5_1_grt                   1760        294         4.026
6_report                  1760        294         3.964
how the worst min path moves through the flow:
stage	slack, ns	depth (start not counted)	startpoint	endpoint
CTS	3.98	4	PC[0]	ExPC[0]
global route	4.03	4	PC[0]	ExPC[0]
finish	3.96	4	PC[0]	ExPC[0]
kinds of logic (layout without fill, tap and decap cells):
logic type | Yosys count | after routing | share of synthesized area
AND/OR/NAND/NOR | 70 | 70 | 0.3580
XOR/XNOR | 18 | 18 | 0.1550
other | 1 | 1 | 0.003686
buffers and inverters | 22 | 82 | 0.1255
adder cells (fa/ha/maj) | 3 | 3 | 0.03690
multiplexers | 2 | 2 | 0.01968
AND-OR/OR-AND | 46 | 46 | 0.3014
synthesized netlist by cell type, types with 2 or more instances:
master,number,area share
nor2_1,27,0.10
xor2_1,17,0.15
o21ai_0,13,0.064
buf_4,12,0.089
nand2_1,9,0.033
a21oi_1,8,0.039
nor3_1,7,0.034
inv_1,6,0.022
nor4_1,5,0.031
clkbuf_1,4,0.015
or3_1,4,0.025
a211oi_1,3,0.022
ha_1,3,0.037
nor2b_1,3,0.018
a21o_1,2,0.015
a311oi_1,2,0.017
a32oi_1,2,0.017
and3b_1,2,0.017
mux2i_1,2,0.020
o21bai_1,2,0.015
o22ai_1,2,0.012
or4_4,2,0.022
power by group through the flow:
stage | combinational, mW | sequential (mW) | clock [mW]
CTS | 0.113 | 0 | 0
global route | 0.123 | 0 | 0
finish | 0.110 | 0 | 0
layer usage:
metal | global-route usage | vias up | routed length [µm]
li1 | - | 708 | -
met1 | 0.1203 | 601 | 2119
met2 | 0.1319 | 62 | 1856
met3 | 0.01719 | 2 | 274
met4 | 0.003382 | 0 | 15
met5 | 0 | - | 0
area by class of cell:
| class | count | area share |
|---|---|---|
| Multi-Input combinational cell | 140 | 0.5053 |
| Timing Repair Buffer | 76 | 0.4307 |
| Tap cell | 72 | 0.05117 |
| Inverter | 6 | 0.01279 |
Power and IR drop assume default switching activity.
