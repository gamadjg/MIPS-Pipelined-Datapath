===== flow/run.sh =====
#!/bin/bash
# OpenROAD 26Q1-2900-gdf79404cd8, Yosys 0.63+post, stock flow scripts
make -C /OpenROAD-flow-scripts/flow DESIGN_CONFIG=/design/flow/config.mk WORK_HOME=/design/flow/orfs finish

===== flow/config.mk =====
export PLATFORM = sky130hd
export DESIGN_NAME = im
export DESIGN_NICKNAME = im
export VERILOG_FILES = /design/flow/design.v
export SDC_FILE = /design/flow/constraint.sdc
export NUM_CORES = 4
export LEC_CHECK = 1
export CORE_AREA = 10 10 99 99
export DIE_AREA = 0 0 109 109

===== flow/constraint.sdc =====
current_design im

set clk_period 3.8
set clk_io_pct 0.2

create_clock -name clk0 -period $clk_period [get_ports {clk}]

set non_clock_inputs [all_inputs -no_clocks]
set_input_delay [expr $clk_period * $clk_io_pct] -clock clk0 $non_clock_inputs
set_output_delay [expr $clk_period * $clk_io_pct] -clock clk0 [all_outputs]

===== flow/design.v =====
module im(clk, rst, address, inst);  
input clk, rst;
input [15:0] address;
output [15:0] inst;
parameter totalIM = 100;  
integer i;
reg [15:0] mem [0: totalIM - 1];  
reg [15:0] inst;
always @ (posedge clk or negedge rst)
begin
	if(~rst)
	begin
		mem[0] <= 16'hF120;  
		mem[2] <= 16'hF121;  
		mem[4] <= 16'h93FF;  
		mem[6] <= 16'h134C;  
		mem[8] <= 16'hF564;  
		mem[10] <= 16'hF155;  
		mem[12] <= 16'hFFF1;  
		mem[14] <= 16'hF487;  
		mem[16] <= 16'hF428;  
		mem[18] <= 16'h9402;  
		mem[20] <= 16'hA694;  
		mem[22] <= 16'hD696;  
		mem[24] <= 16'hC696;  
		mem[26] <= 16'h6704;  
		mem[28] <= 16'hFB10;  
		mem[30] <= 16'h5705;  
		mem[32] <= 16'hFB20;  
		mem[34] <= 16'h4702;  
		mem[36] <= 16'hF110;  
		mem[38] <= 16'hF110;  
		mem[40] <= 16'hC890;  
		mem[42] <= 16'hF880;  
		mem[44] <= 16'hD892;  
		mem[46] <= 16'hCA92;  
		mem[48] <= 16'hFCC0;  
		mem[50] <= 16'hFDD1;  
		mem[52] <= 16'hFCD0;  
		mem[54] <= 16'hEFFF;  
	end
	else
		inst <= mem[address];
	end
endmodule

==> impl_metrics.yaml <==
# yosys + openroad results
drt:
  count_of_nets_left_with_antenna_violations_after_detail_routing: 0
  dr_wl_met3_um: 390
  wl_met1_mm: 1.578
  maxUsedRoutingLayer: "met4"
  drt-pass1-iter-count: 4
  drcViolationCount: 0
  routed_wirelength_mm: 3.705
  drt_iter0_markers: 151
  wl_met2_mm: 1.682
  antenna_diode_count: 0
  avgRoutedWirePerCell_um: 13.19
  avgViaCountPerCell: 4.584
  detailroute.via_count: 1288
logic_synthesis:
  post_synth_main_logic_family: "AND-OR/OR-AND gates"
  syn_area_per_cell_sq_um: 8.114
  ys.flop_type: "sky130_fd_sc_hd__edfxtp_1"
  edf_count: 16
  synthesis.area_sq_um: 1339
  synth.cells.most_frequent: "sky130_fd_sc_hd__a21oi_1 (21), sky130_fd_sc_hd__nor2_1 (17), sky130_fd_sc_hd__edfxtp_1 (16), sky130_fd_sc_hd__nand2_1 (16)"
  synthesis.instances: 165
  post-synth-top-count-cell: "sky130_fd_sc_hd__a21oi_1"
  yosys_warnings: 1154
  yosysTopAreaCellShare_pct: 35.89
  compound_area_share_pct: 30.19
  netlist-cell-type-count: 47
  yosys-mux-area-fraction_pct: 0.7477
  synthSimpleGateAreaFrac_pct: 22.34
  yosys_synthesis_chip_area_sq_um: 1339
  post_synth_main_area_contributors: "sky130_fd_sc_hd__edfxtp_1 (36%), sky130_fd_sc_hd__a21oi_1 (7.9%), sky130_fd_sc_hd__nor2_1 (4.8%)"
  yosysTopAreaCell: "sky130_fd_sc_hd__edfxtp_1"
  ys_seq_share_pct: 35.89
  xor_share_pct: 1.963
  synth-async-reset-ratio_pct: 0
  ys_cells: 165
  yosys.area_share.adder_pct: 0
  ys_ff: 16
clock_tree:
  cts_hold_buf: 0
  htree_num_levels: 1
  post-cts-setup-buffer-count: 0
  cts.clk_slew.worst_paths_ns: 0.06
  cts_repair_resize_count: 0
  tritoncts_clock_tree: "done"
  cts_made_buffers: 3
  cts.sinks: 16
  max-clock-path-buffers: 2
  cts.root.buffer_cell: "sky130_fd_sc_hd__clkbuf_8"
sta:
  finalClockPeriodUsage_pct: 74.70
  final.hold.worst_slack_ns: 1.377
  post-route-min-period_ns: 2.839
  slew_headroom_pct: 51.40
  fin_tns_setup_ns: 0
  finalHoldViolations: 0
  grt_setup_unrepaired: "false"
  timing_worst_slew_pin_value_ns: 0.7267
  final-setup-viol-count: 0
  clock.fmax_ghz: 0.3523
  final_slew_violations: 0
worst_setup_path:
  setup.worst_path.class: "input pin to flip-flop"
  worst_setup_path_startpoint: "address[3]"
  worst-path-max-fanout: 15
  setup.worst_path.end_class: "flip-flop"
  critical_path_arrival_ns: 2.81
  setup.worst_path.end: "inst[5]$_DFFE_PP_"
  cp_data_required_time_ns: 3.77
  start_kind: "input pin"
worst_hold_path:
  min-delay-path-class: "input pin to flip-flop"
global_route:
  number_of_global_route_vias_before_repair: 1185
  grt_overflow_total: 0
  grt_usage_pct: 6.138
  wire_length_of_the_first_global_routing_pass_mm: 5.996
  maximum_number_of_pins_on_one_net_before_global_route_repair: 23
  grt_antenna_before_repair: 0
die:
  boundaryPins: 34
  placeableCoreArea_sq_um: 7727
  die_h_um: 109
  fp_util_pct: 17.33
  fp-row-count: 32
  die_w_um: 109
  design.die.area_sq_um: 11880
power:
  ir_worst_vdd_uv: 74.61
  switching_share_pct: 27.22
  combinationalPowerShare_pct: 28.2
  switching_power_mw: 0.1277
  cellLeakagePower_nw: 0.5382
  seqPwrFrac_pct: 45.4
  intPower_mw: 0.3415
  clockPowerShare_pct: 26.5
  powerDensity_nw_per_um2: 279.0
place:
  place_area_sq_um: 1640
  weighted_congestion_at_the_end_of_routability_driven_global_placement: 0.8518
  dp.final_hpwl_mm: 2.746
  number_of_buffers_inserted_by_port_buffering: 24
run:
  log.warning_count: 34
  max_cap_violations: 0
final_layout:
  largest_register: "inst"
  post-route-cell-area_sq_um: 1682
  area_growth_syn_to_fin_pct: 25.61
  reg_top3: "inst x16"
  flip_flop_count_of_the_largest_register_all_copies_and_words_added: 16
  final_layout_size_suffix_gt1_share_pct: 7.821
run_status:
  outcome: "complete, no violations"
## worst min-delay path by stage
stage                      start            endpoint  slack [ns]  cells past startpoint
after CTS             address[0]   inst[8]$_DFFE_PP_        1.39                      3
after global routing  address[6]  inst[12]$_DFFE_PP_        1.41                      2
final                 address[6]  inst[12]$_DFFE_PP_        1.38                      2
## critical path, cell delays in order
cell                              delay, ns
sky130_fd_sc_hd__clkdlybuf4s50_1       0.85
sky130_fd_sc_hd__inv_1                 0.35
sky130_fd_sc_hd__a311o_1               0.46
sky130_fd_sc_hd__a31oi_4               0.25
sky130_fd_sc_hd__o311ai_1              0.14
## cells by family after synthesis
group	Yosys count
muxes	1
buffers and inverters	22
AOI/OAI and AO/OA	62
and+or+nand+nor	61
DFF	16
xor gates and xnor gates	3
## layer usage
metal  vias to the layer above  global-route usage (%)
li1                        640                       -
met4                         0                   1.130
met2                        58                   9.383
met3                         4                   1.314
met5                         -                       0
met1                       586                   8.844
## placed cells by master, fill, tap and decap left out, types with 2 or more instances in the layout
| master | instances |
|---|---|
| sky130_fd_sc_hd__o32ai_1 | 3 |
| sky130_fd_sc_hd__a211oi_1 | 3 |
| sky130_fd_sc_hd__nand2b_1 | 6 |
| sky130_fd_sc_hd__a31oi_1 | 2 |
| sky130_fd_sc_hd__edfxtp_1 | 16 |
| sky130_fd_sc_hd__o21ai_1 | 3 |
| sky130_fd_sc_hd__a22oi_1 | 3 |
| sky130_fd_sc_hd__o21ai_0 | 8 |
| sky130_fd_sc_hd__inv_1 | 3 |
| sky130_fd_sc_hd__nor3_1 | 2 |
| sky130_fd_sc_hd__nand4_1 | 3 |
| sky130_fd_sc_hd__buf_4 | 5 |
| sky130_fd_sc_hd__o211ai_1 | 3 |
| sky130_fd_sc_hd__nor2_1 | 17 |
| sky130_fd_sc_hd__nand3_1 | 7 |
| sky130_fd_sc_hd__xnor2_1 | 2 |
| sky130_fd_sc_hd__clkdlybuf4s50_1 | 24 |
| sky130_fd_sc_hd__o22ai_1 | 5 |
| sky130_fd_sc_hd__nand2_1 | 16 |
| sky130_fd_sc_hd__a21oi_1 | 21 |
| sky130_fd_sc_hd__clkbuf_8 | 3 |
## cell type report
class / instances / area (sq um)
fillers: 837 / 6046
multi-input cells: 127 / 739.5
flip-flops and latches: 16 / 480.5
repair buffers: 29 / 277.8
well taps: 102 / 127.6
clock buffers: 3 / 41.29
inverters: 4 / 15.01
## metrics by stage
| stage | setup WS (ns) | cells | total power [mW] | utilization [%] |
|---|---|---|---|---|
| after detailed placement | 0.7229 | 278 | 0.3490 | 21.23 |
| after global placement | 0.7433 | 278 | 0.3488 | 21.23 |
| final | 0.9613 | 281 | 0.4692 | 21.76 |
| after CTS | 0.9883 | 281 | 0.4768 | 21.76 |
| after floorplan | 1.755 | 165 | 0.2947 | - |
| after global routing | 0.7982 | 281 | 0.4983 | 21.76 |
## power by group through the flow
stage | clock (mW) | sequential, mW | combinational (mW)
CTS | 0.131 | 0.213 | 0.133
global route | 0.136 | 0.214 | 0.148
finish | 0.124 | 0.213 | 0.132
Power is estimated from default activity; no workload was simulated.
